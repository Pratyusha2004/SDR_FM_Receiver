==> design/flow/design.v <==
`timescale 1 ns / 1 ps
module fm_receiver_hls_mbkb_DSP48_0(
    input  [16 - 1:0] in0,
    input  [16 - 1:0] in1,
    input  [30 - 1:0] in2,
    output [30 - 1:0]  dout);
wire signed [25 - 1:0]     a;
wire signed [18 - 1:0]     b;
wire signed [48 - 1:0]     c;
wire signed [43 - 1:0]     m;
wire signed [48 - 1:0]     p;
assign a  = $signed(in0);
assign b  = $signed(in1);
assign c  = $unsigned(in2);
assign m  = a * b;
assign p  = m + c;
assign dout = p;
endmodule
`timescale 1 ns / 1 ps
module fm_receiver_hls_mbkb(
    din0,
    din1,
    din2,
    dout);
parameter ID = 32'd1;
parameter NUM_STAGE = 32'd1;
parameter din0_WIDTH = 32'd1;
parameter din1_WIDTH = 32'd1;
parameter din2_WIDTH = 32'd1;
parameter dout_WIDTH = 32'd1;
input[din0_WIDTH - 1:0] din0;
input[din1_WIDTH - 1:0] din1;
input[din2_WIDTH - 1:0] din2;
output[dout_WIDTH - 1:0] dout;
fm_receiver_hls_mbkb_DSP48_0 fm_receiver_hls_mbkb_DSP48_0_U(
    .in0( din0 ),
    .in1( din1 ),
    .in2( din2 ),
    .dout( dout ));
endmodule
`timescale 1 ns / 1 ps 
module operator_s (
        ap_clk,
        ap_rst,
        ap_start,
        ap_done,
        ap_idle,
        ap_ready,
        FIR_ap_fixed_16_2_5_3_0_ap_fixed_16_2_5_3_0_ap_fixed_16_2_5_3_0_I_shift_reg_V_address0,
        FIR_ap_fixed_16_2_5_3_0_ap_fixed_16_2_5_3_0_ap_fixed_16_2_5_3_0_I_shift_reg_V_ce0,
        FIR_ap_fixed_16_2_5_3_0_ap_fixed_16_2_5_3_0_ap_fixed_16_2_5_3_0_I_shift_reg_V_we0,
        FIR_ap_fixed_16_2_5_3_0_ap_fixed_16_2_5_3_0_ap_fixed_16_2_5_3_0_I_shift_reg_V_d0,
        FIR_ap_fixed_16_2_5_3_0_ap_fixed_16_2_5_3_0_ap_fixed_16_2_5_3_0_I_shift_reg_V_q0,
        x_V,
        coeff_V_address0,
        coeff_V_ce0,
        coeff_V_q0,
        ap_return
);
parameter    ap_ST_fsm_state1 = 5'd1;
parameter    ap_ST_fsm_state2 = 5'd2;
parameter    ap_ST_fsm_state3 = 5'd4;
parameter    ap_ST_fsm_state4 = 5'd8;
parameter    ap_ST_fsm_state5 = 5'd16;
input   ap_clk;
input   ap_rst;
input   ap_start;
output   ap_done;
output   ap_idle;
output   ap_ready;
output  [6:0] FIR_ap_fixed_16_2_5_3_0_ap_fixed_16_2_5_3_0_ap_fixed_16_2_5_3_0_I_shift_reg_V_address0;
output   FIR_ap_fixed_16_2_5_3_0_ap_fixed_16_2_5_3_0_ap_fixed_16_2_5_3_0_I_shift_reg_V_ce0;
output   FIR_ap_fixed_16_2_5_3_0_ap_fixed_16_2_5_3_0_ap_fixed_16_2_5_3_0_I_shift_reg_V_we0;
output  [15:0] FIR_ap_fixed_16_2_5_3_0_ap_fixed_16_2_5_3_0_ap_fixed_16_2_5_3_0_I_shift_reg_V_d0;
input  [15:0] FIR_ap_fixed_16_2_5_3_0_ap_fixed_16_2_5_3_0_ap_fixed_16_2_5_3_0_I_shift_reg_V_q0;
input  [15:0] x_V;
output  [6:0] coeff_V_address0;
output   coeff_V_ce0;
input  [15:0] coeff_V_q0;
output  [15:0] ap_return;
reg ap_done;
reg ap_idle;
reg ap_ready;
reg[6:0] FIR_ap_fixed_16_2_5_3_0_ap_fixed_16_2_5_3_0_ap_fixed_16_2_5_3_0_I_shift_reg_V_address0;
reg FIR_ap_fixed_16_2_5_3_0_ap_fixed_16_2_5_3_0_ap_fixed_16_2_5_3_0_I_shift_reg_V_ce0;
reg FIR_ap_fixed_16_2_5_3_0_ap_fixed_16_2_5_3_0_ap_fixed_16_2_5_3_0_I_shift_reg_V_we0;
reg[15:0] FIR_ap_fixed_16_2_5_3_0_ap_fixed_16_2_5_3_0_ap_fixed_16_2_5_3_0_I_shift_reg_V_d0;
reg coeff_V_ce0;
reg[15:0] ap_return;
(* fsm_encoding = "none" *) reg   [4:0] ap_CS_fsm;
wire    ap_CS_fsm_state1;
wire  signed [31:0] i_cast_fu_130_p1;
reg  signed [31:0] i_cast_reg_211;
wire    ap_CS_fsm_state2;
wire   [0:0] tmp_s_fu_142_p2;
reg   [0:0] tmp_s_reg_220;
wire   [0:0] tmp_fu_134_p3;
wire    ap_CS_fsm_state3;
wire   [7:0] grp_fu_123_p2;
reg   [7:0] i_1_reg_242;
reg  signed [15:0] coeff_V_load_reg_247;
wire    ap_CS_fsm_state4;
wire    ap_CS_fsm_state5;
reg   [15:0] p_Val2_s_reg_89;
wire  signed [7:0] ap_phi_mux_i_phi_fu_105_p4;
reg  signed [7:0] i_reg_101;
reg  signed [15:0] p_s_reg_113;
wire   [63:0] tmp_2_fu_148_p1;
wire   [63:0] tmp_4_fu_159_p1;
wire   [0:0] tmp_3_fu_153_p2;
wire   [63:0] tmp_5_fu_163_p1;
reg  signed [7:0] grp_fu_123_p0;
wire  signed [29:0] grp_fu_191_p3;
wire   [29:0] grp_fu_191_p2;
reg   [15:0] ap_return_preg;
reg   [4:0] ap_NS_fsm;
initial begin
#0 ap_CS_fsm = 5'd1;
#0 ap_return_preg = 16'd0;
end
fm_receiver_hls_mbkb #(
    .ID( 1 ),
    .NUM_STAGE( 1 ),
    .din0_WIDTH( 16 ),
    .din1_WIDTH( 16 ),
    .din2_WIDTH( 30 ),
    .dout_WIDTH( 30 ))
fm_receiver_hls_mbkb_U1(
    .din0(coeff_V_load_reg_247),
    .din1(p_s_reg_113),
    .din2(grp_fu_191_p2),
    .dout(grp_fu_191_p3)
);
always @ (posedge ap_clk) begin
    if (ap_rst == 1'b1) begin
        ap_CS_fsm <= ap_ST_fsm_state1;
    end else begin
        ap_CS_fsm <= ap_NS_fsm;
    end
end
always @ (posedge ap_clk) begin
    if (ap_rst == 1'b1) begin
        ap_return_preg <= 16'd0;
    end else begin
        if (((tmp_fu_134_p3 == 1'd1) & (1'b1 == ap_CS_fsm_state2))) begin
            ap_return_preg <= p_Val2_s_reg_89;
        end
    end
end
always @ (posedge ap_clk) begin
    if ((1'b1 == ap_CS_fsm_state5)) begin
        i_reg_101 <= i_1_reg_242;
    end else if (((1'b1 == ap_CS_fsm_state1) & (ap_start == 1'b1))) begin
        i_reg_101 <= 8'd72;
    end
end
always @ (posedge ap_clk) begin
    if ((1'b1 == ap_CS_fsm_state5)) begin
        p_Val2_s_reg_89 <= {{grp_fu_191_p3[29:14]}};
    end else if (((1'b1 == ap_CS_fsm_state1) & (ap_start == 1'b1))) begin
        p_Val2_s_reg_89 <= 16'd0;
    end
end
always @ (posedge ap_clk) begin
    if (((tmp_s_reg_220 == 1'd0) & (1'b1 == ap_CS_fsm_state3))) begin
        p_s_reg_113 <= FIR_ap_fixed_16_2_5_3_0_ap_fixed_16_2_5_3_0_ap_fixed_16_2_5_3_0_I_shift_reg_V_q0;
    end else if (((tmp_fu_134_p3 == 1'd0) & (tmp_s_fu_142_p2 == 1'd1) & (1'b1 == ap_CS_fsm_state2))) begin
        p_s_reg_113 <= x_V;
    end
end
always @ (posedge ap_clk) begin
    if ((1'b1 == ap_CS_fsm_state4)) begin
        coeff_V_load_reg_247 <= coeff_V_q0;
    end
end
always @ (posedge ap_clk) begin
    if ((1'b1 == ap_CS_fsm_state3)) begin
        i_1_reg_242 <= grp_fu_123_p2;
    end
end
always @ (posedge ap_clk) begin
    if ((1'b1 == ap_CS_fsm_state2)) begin
        i_cast_reg_211 <= i_cast_fu_130_p1;
    end
end
always @ (posedge ap_clk) begin
    if (((tmp_fu_134_p3 == 1'd0) & (1'b1 == ap_CS_fsm_state2))) begin
        tmp_s_reg_220 <= tmp_s_fu_142_p2;
    end
end
always @ (*) begin
    if ((1'b1 == ap_CS_fsm_state3)) begin
        FIR_ap_fixed_16_2_5_3_0_ap_fixed_16_2_5_3_0_ap_fixed_16_2_5_3_0_I_shift_reg_V_address0 = tmp_4_fu_159_p1;
    end else if (((tmp_fu_134_p3 == 1'd0) & (tmp_s_fu_142_p2 == 1'd1) & (1'b1 == ap_CS_fsm_state2))) begin
        FIR_ap_fixed_16_2_5_3_0_ap_fixed_16_2_5_3_0_ap_fixed_16_2_5_3_0_I_shift_reg_V_address0 = 64'd0;
    end else if (((tmp_fu_134_p3 == 1'd0) & (tmp_s_fu_142_p2 == 1'd0) & (1'b1 == ap_CS_fsm_state2))) begin
        FIR_ap_fixed_16_2_5_3_0_ap_fixed_16_2_5_3_0_ap_fixed_16_2_5_3_0_I_shift_reg_V_address0 = tmp_2_fu_148_p1;
    end else begin
        FIR_ap_fixed_16_2_5_3_0_ap_fixed_16_2_5_3_0_ap_fixed_16_2_5_3_0_I_shift_reg_V_address0 = 'bx;
    end
end
always @ (*) begin
    if (((1'b1 == ap_CS_fsm_state3) | ((tmp_fu_134_p3 == 1'd0) & (tmp_s_fu_142_p2 == 1'd1) & (1'b1 == ap_CS_fsm_state2)) | ((tmp_fu_134_p3 == 1'd0) & (tmp_s_fu_142_p2 == 1'd0) & (1'b1 == ap_CS_fsm_state2)))) begin
        FIR_ap_fixed_16_2_5_3_0_ap_fixed_16_2_5_3_0_ap_fixed_16_2_5_3_0_I_shift_reg_V_ce0 = 1'b1;
    end else begin
        FIR_ap_fixed_16_2_5_3_0_ap_fixed_16_2_5_3_0_ap_fixed_16_2_5_3_0_I_shift_reg_V_ce0 = 1'b0;
    end
end
always @ (*) begin
    if ((1'b1 == ap_CS_fsm_state3)) begin
        FIR_ap_fixed_16_2_5_3_0_ap_fixed_16_2_5_3_0_ap_fixed_16_2_5_3_0_I_shift_reg_V_d0 = FIR_ap_fixed_16_2_5_3_0_ap_fixed_16_2_5_3_0_ap_fixed_16_2_5_3_0_I_shift_reg_V_q0;
    end else if (((tmp_fu_134_p3 == 1'd0) & (tmp_s_fu_142_p2 == 1'd1) & (1'b1 == ap_CS_fsm_state2))) begin
        FIR_ap_fixed_16_2_5_3_0_ap_fixed_16_2_5_3_0_ap_fixed_16_2_5_3_0_I_shift_reg_V_d0 = x_V;
    end else begin
        FIR_ap_fixed_16_2_5_3_0_ap_fixed_16_2_5_3_0_ap_fixed_16_2_5_3_0_I_shift_reg_V_d0 = 'bx;
    end
end
always @ (*) begin
    if ((((tmp_3_fu_153_p2 == 1'd0) & (tmp_s_reg_220 == 1'd0) & (1'b1 == ap_CS_fsm_state3)) | ((tmp_fu_134_p3 == 1'd0) & (tmp_s_fu_142_p2 == 1'd1) & (1'b1 == ap_CS_fsm_state2)))) begin
        FIR_ap_fixed_16_2_5_3_0_ap_fixed_16_2_5_3_0_ap_fixed_16_2_5_3_0_I_shift_reg_V_we0 = 1'b1;
    end else begin
        FIR_ap_fixed_16_2_5_3_0_ap_fixed_16_2_5_3_0_ap_fixed_16_2_5_3_0_I_shift_reg_V_we0 = 1'b0;
    end
end
always @ (*) begin
    if ((((tmp_fu_134_p3 == 1'd1) & (1'b1 == ap_CS_fsm_state2)) | ((ap_start == 1'b0) & (1'b1 == ap_CS_fsm_state1)))) begin
        ap_done = 1'b1;
    end else begin
        ap_done = 1'b0;
    end
end
always @ (*) begin
    if (((ap_start == 1'b0) & (1'b1 == ap_CS_fsm_state1))) begin
        ap_idle = 1'b1;
    end else begin
        ap_idle = 1'b0;
    end
end
always @ (*) begin
    if (((tmp_fu_134_p3 == 1'd1) & (1'b1 == ap_CS_fsm_state2))) begin
        ap_ready = 1'b1;
    end else begin
        ap_ready = 1'b0;
    end
end
always @ (*) begin
    if (((tmp_fu_134_p3 == 1'd1) & (1'b1 == ap_CS_fsm_state2))) begin
        ap_return = p_Val2_s_reg_89;
    end else begin
        ap_return = ap_return_preg;
    end
end
always @ (*) begin
    if ((1'b1 == ap_CS_fsm_state3)) begin
        coeff_V_ce0 = 1'b1;
    end else begin
        coeff_V_ce0 = 1'b0;
    end
end
always @ (*) begin
    if ((1'b1 == ap_CS_fsm_state3)) begin
        grp_fu_123_p0 = i_reg_101;
    end else if ((1'b1 == ap_CS_fsm_state2)) begin
        grp_fu_123_p0 = ap_phi_mux_i_phi_fu_105_p4;
    end else begin
        grp_fu_123_p0 = 'bx;
    end
end
always @ (*) begin
    case (ap_CS_fsm)
        ap_ST_fsm_state1 : begin
            if (((1'b1 == ap_CS_fsm_state1) & (ap_start == 1'b1))) begin
                ap_NS_fsm = ap_ST_fsm_state2;
            end else begin
                ap_NS_fsm = ap_ST_fsm_state1;
            end
        end
        ap_ST_fsm_state2 : begin
            if (((tmp_fu_134_p3 == 1'd1) & (1'b1 == ap_CS_fsm_state2))) begin
                ap_NS_fsm = ap_ST_fsm_state1;
            end else begin
                ap_NS_fsm = ap_ST_fsm_state3;
            end
        end
        ap_ST_fsm_state3 : begin
            ap_NS_fsm = ap_ST_fsm_state4;
        end
        ap_ST_fsm_state4 : begin
            ap_NS_fsm = ap_ST_fsm_state5;
        end
        ap_ST_fsm_state5 : begin
            ap_NS_fsm = ap_ST_fsm_state2;
        end
        default : begin
            ap_NS_fsm = 'bx;
        end
    endcase
end
assign ap_CS_fsm_state1 = ap_CS_fsm[32'd0];
assign ap_CS_fsm_state2 = ap_CS_fsm[32'd1];
assign ap_CS_fsm_state3 = ap_CS_fsm[32'd2];
assign ap_CS_fsm_state4 = ap_CS_fsm[32'd3];
assign ap_CS_fsm_state5 = ap_CS_fsm[32'd4];
assign ap_phi_mux_i_phi_fu_105_p4 = i_reg_101;
assign coeff_V_address0 = tmp_5_fu_163_p1;
assign grp_fu_123_p2 = ($signed(grp_fu_123_p0) + $signed(8'd255));
assign grp_fu_191_p2 = {{p_Val2_s_reg_89}, {14'd0}};
assign i_cast_fu_130_p1 = i_reg_101;
assign tmp_2_fu_148_p1 = grp_fu_123_p2;
assign tmp_3_fu_153_p2 = ((i_reg_101 == 8'd72) ? 1'b1 : 1'b0);
assign tmp_4_fu_159_p1 = $unsigned(i_cast_reg_211);
assign tmp_5_fu_163_p1 = $unsigned(i_cast_reg_211);
assign tmp_fu_134_p3 = i_reg_101[32'd7];
assign tmp_s_fu_142_p2 = ((i_reg_101 == 8'd0) ? 1'b1 : 1'b0);
endmodule  
==> design/flow/run.sh <==
#!/bin/bash
# OpenROAD 26Q1-2900-gdf79404cd8, Yosys 0.63+post, stock flow scripts
make -C /OpenROAD-flow-scripts/flow DESIGN_CONFIG=/design/flow/config.mk WORK_HOME=/design/flow/orfs finish
==> design/flow/config.mk <==
export PLATFORM = sky130hd
export DESIGN_NAME = operator_s
export DESIGN_NICKNAME = operator_s
export VERILOG_FILES = /design/flow/design.v
export SDC_FILE = /design/flow/constraint.sdc
export NUM_CORES = 4
export LEC_CHECK = 1
export CORE_UTILIZATION = 30
==> design/flow/constraint.sdc <==
current_design operator_s

set clk_period 8.6
set clk_io_pct 0.2

create_clock -name clk0 -period $clk_period [get_ports {ap_clk}]

set non_clock_inputs [all_inputs -no_clocks]
set_input_delay [expr $clk_period * $clk_io_pct] -clock clk0 $non_clock_inputs
set_output_delay [expr $clk_period * $clk_io_pct] -clock clk0 [all_outputs]
==> impl_metrics.yaml <==
# synthesis and place-and-route metrics
grt:
  grt_pass1_vias: 9867
  grt_antenna_before_repair: 0
  grt_max_degree: 45
  overflow: 0
  grt_pass1_wl_um: 51960
  grt.total_usage_pct: 15.46
synth:
  syn_inst: 1329
  ys.flop_type: "edfxtp_1"
  yosys_area_um2: 13460
  yosysTopAreaCellShare_pct: 38.81
  ys.flops: 93
  top_area_cell: "fa_1"
  ys_sh_mux_pct: 4.080
  simple_gate_share_pct: 14.33
  synthDistinctLibCells: 53
  yosysMostFrequentCell: "inv_1"
  ys_seq_share_pct: 19.18
  async_flop_share_pct: 0
  synth-edff-count: 72
  synthTopCellsByArea: "fa_1 (39%), edfxtp_1 (16%), inv_1 (9.0%), ha_1 (8.1%), and2_1 (5.9%)"
  top_logic_kind: "adder cells"
  synthAdderAreaFrac_pct: 46.90
  xor_share_pct: 2.082
  ys_cells: 1329
  synthAoiAreaFrac_pct: 3.188
  synthTopCellsByCount: "inv_1 (322), fa_1 (261), nand2_1 (141)"
  ys_warn_count: 1
  avgSynthCellArea_um2: 10.13
  syn_area_um2: 13460
pwr:
  power_density_nw_per_um2: 87.31
  combPwrFrac_pct: 34.2
  p_total_uw: 1343
  power.leakage_uw: 0.007060
  clockPowerShare_pct: 28.3
  peakVddDrop_mv: 0.1603
  power.switching_uw: 433.9
  sw_frac_of_total_pct: 32.32
  internal-power_uw: 908.7
  seqPwrFrac_pct: 37.5
critical_path:
  worstPathArrival_ps: 6860
  ff2ff_path_depth: 19
  startpoint: "coeff_V_load_reg_247[12]"
  cp-end-kind: "register"
  crit_path_max_fanout: 16
  reg2reg_from: "coeff_V_load_reg_247[12]"
  critPathKind: "register to register"
  rrSetupSlack_ps: 1970
  cp-endpoint: "p_Val2_s_reg_89[13]"
  cp.required_ps: 8820
  cp-start-kind: "register"
  r2r-end: "p_Val2_s_reg_89[13]"
clocking:
  clk_latency_ps: 360
  cts_setup_buffers: 0
  ctsResizeCount: 0
  clock_path_buffers: 2
  cts_hold_buffers: 0
  cts_buffers: 9
  cts_root_buf: "clkbuf_16"
  htree_num_levels: 3
  clk_pin_slew_worst_paths_ps: 70
  cts_tree: "built"
  cts.sinks: 93
floorplan:
  ios: 103
  dieWidth_um: 213.8
  core_area_um2: 44220
  num_rows: 77
  die.size.y_um: 213.8
  fp_util_pct: 30.44
  die_area_um2: 45720
hold_path:
  hold_path_class: "register to register"
  holdPathStages: 1
  hold_start: "i_1_reg_242[3]"
routing:
  vias: 8791
  first_pass_iters: 6
  drt_iter0_drc: 323
  diodes: 0
  drt-vias-per-instance: 4.396
  wl_um: 30400
  wl_per_cell_um: 15.20
  ant_nets: 0
  remaining_drc_errors: 0
run:
  warnings: 25
  maxCapViolCount: 0
run_status:
  status: "finished clean"
placed_design:
  dp_hpwl_um: 24540
  place_congestion: 0.8846
  portBuffers: 102
timing:
  hold_viol: 0
  setup-tns-final_ps: 0
  max-slew-margin-rel_pct: 43.23
  fmax_mhz: 150.8
  finClkSkew_ps: 7.165
  setup_viol: 0
  post-route-period-util_pct: 77.13
  rsz0062_at_grt: "no"
  final_max_slew_viol_count: 0
  worst-slew-pin-transition_ps: 851.6
  period_minus_slack_ps: 6633
layout:
  layout-drive-gt1-share_pct: 5.753
  area_growth_pct: 14.23
  fillers: 4393
[layer usage]
| layer | wire (um) | GRT usage [%] |
|---|---|---|
| met1 | 12410 | 20.31 |
| met2 | 14660 | 24.73 |
| met3 | 2763 | 6.803 |
| met4 | 571 | 2.340 |
| met5 | 0 | 0.2155 |
[power by group through the flow]
stage,Sequential (uW),Combinational [uW],Clock (uW)
CTS,503,463,396
global route,505,523,413
finish,503,460,380
[how the worst min path moves through the flow]
stage                  endpoint  slack (ps)
CTS                ap_CS_fsm[2]         500
global route  i_cast_reg_211[6]         540
finish             i_reg_101[3]         500
[logic make-up after synthesis]
logic type	count (synthesis)
compound gates	65
xor+xnor	32
fa+ha+maj	348
buf+inv	367
flops	93
mux	49
simple gates	375
[layout make-up]
| type | instances | area, um2 | area share (%) |
|---|---|---|---|
| sequential | 93 | 2584 | 16.80 |
| tap | 592 | 740.7 | 4.817 |
| clock buffer | 9 | 225.2 | 1.465 |
| multi-input combinational | 869 | 9502 | 61.79 |
| timing repair buffer | 107 | 1059 | 6.884 |
| clock inverter | 7 | 55.05 | 0.3580 |
| inverter | 323 | 1212 | 7.884 |
[state kept, by name, indices dropped and copies added, names as in the netlist]
| signal | count |
|---|---|
| ap_return_preg | 16 |
| coeff_V_load_reg_247 | 16 |
| ap_CS_fsm | 5 |
| i_1_reg_242 | 8 |
| p_s_reg_113 | 16 |
| tmp_s_reg_220 | 1 |
| i_reg_101 | 8 |
| i_cast_reg_211 | 7 |
| p_Val2_s_reg_89 | 16 |
[critical path: stages, from the launching register on]
cell and delay, ps:
edfxtp_1 750, and2_1 350, fa_1 530, inv_1 50, fa_1 450, fa_1 550
inv_1 60, fa_1 490, fa_1 490, inv_1 50, fa_1 480, inv_1 40
ha_1 360, nand3_2 120, nor4_1 60, a22oi_1 620, a21oi_2 150, o41a_1 440
or3_1 380, nand3_1 90
[per-stage QoR]
step	hold slack [ps]	std cells	utilization (%)	setup slack, ps	cell area (um2)
after floorplan	456.3	1329	-	2718	13460
after global placement	483.3	1984	34.14	2063	15100
after detailed placement	483.8	1984	34.14	2050	15100
after CTS	502.7	2000	34.77	2032	15380
after global routing	539.0	2000	34.77	1678	15380
final	503.1	2000	34.77	1967	15380
[placed cells by master (no fill, tap or decap), types with 3 or more instances in the layout]
cell / instances
inv_1: 322
fa_1: 261
nand2_1: 141
and2_1: 126
clkdlybuf4s50_1: 102
ha_1: 87
edfxtp_1: 72
mux2_2: 47
nor2_1: 29
dfxtp_1: 20
xnor2_1: 19
nor2b_1: 16
nand2b_1: 15
o21ai_0: 15
a21oi_1: 15
xor2_1: 13
nor3_1: 9
clkbuf_16: 9
nand3_1: 7
and3_1: 6
nor3b_1: 6
or3_1: 5
buf_4: 5
nor4_1: 4
o211ai_1: 4
a21o_1: 4
nand4_1: 3
o21a_1: 3
clkinvlp_4: 3
Power figures rest on the tool's default switching activity, not on a simulated workload.
